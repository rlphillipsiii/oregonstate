## design/flow/run.sh

```bash
#!/bin/bash
# OpenROAD 26Q1-2900-gdf79404cd8, Yosys 0.63+post, stock flow scripts
make -C /OpenROAD-flow-scripts/flow DESIGN_CONFIG=/design/flow/config.mk WORK_HOME=/design/flow/orfs finish
```

## design/flow/config.mk

```make
export PLATFORM = sky130hd
export DESIGN_NAME = Remote
export DESIGN_NICKNAME = Remote
export VERILOG_FILES = /design/flow/design.v
export SDC_FILE = /design/flow/constraint.sdc
export NUM_CORES = 4
export LEC_CHECK = 1
export CORE_UTILIZATION = 30
```

## design/flow/constraint.sdc

```tcl
current_design Remote

set clk_period 1.2
set clk_io_pct 0.2

create_clock -name clk0 -period $clk_period [get_ports {Clk}]
create_clock -name clk1 -period $clk_period [get_ports {Internal_Clk}]

set non_clock_inputs [all_inputs -no_clocks]
set_input_delay [expr $clk_period * $clk_io_pct] -clock clk0 $non_clock_inputs
set_output_delay [expr $clk_period * $clk_io_pct] -clock clk0 [all_outputs]
```

## design/flow/design.v

```verilog
`timescale 1ns / 1ps
module ClockDivider(
	input Clock,
	input Reset,
	output Clock_2,
	output Clock_4,
	output Clock_8
	);
	ClockDividerStage Divider_1 (
    .Clock(Clock),
    .Reset(Reset),
    .HalvedClock(Clock_2)
    );
	ClockDividerStage Divider_2 (
    .Clock(Clock_2),
    .Reset(Reset),
    .HalvedClock(Clock_4)
    );
	ClockDividerStage Divider_3 (
    .Clock(Clock_4),
    .Reset(Reset),
    .HalvedClock(Clock_8)
    );
endmodule
module ClockDividerStage(
    input Clock,
    input Reset,
	 output reg HalvedClock
    );
	always @ (posedge Clock, negedge Reset)
		if(!Reset) HalvedClock <= 0;
		else HalvedClock <= ~HalvedClock;
endmodule
`timescale 1ns / 1ps
module Remote(
    input Clk,
	 input Internal_Clk,
    input Global_Reset,
	 output IR_Xmit,
    output Len,
    output Ldir,
    output Ren,
    output Rdir,
	 inout Serial_IO
    );
	wire Clock_2, Clock_4, Clock_8, serial_out, low, high, 
			signal, select, latch, ir_out, transmit;
	wire [15:0] parallel_out, shift_out;
	wire [3:0] count_4, dirs;
	wire [1:0] count_2;
	assign Serial_IO = serial_out;
	assign Len = dirs[3];
	assign Ldir = dirs[2];
	assign Ren = dirs[1];
	assign Rdir = dirs[0];
	assign IR_Xmit = ir_out;
	ClockDivider clock_divider (
		 .Clock(Clk), 
		 .Reset(Global_Reset), 
		 .Clock_2(Clock_2), 
		 .Clock_4(Clock_4), 
		 .Clock_8(Clock_8)
		 );
	TwoBitCounter TBC(
		.clk(Clock_2),
		.reset(Global_Reset),
		.count(count_2)
		);
	FourBitCounter FBC(
		.clk(Clock_8),
		.reset(Global_Reset),
		.ext_reset(count_reset),
		.count(count_4)
		);
	LogicHigh LH(
		.count(count_2),
		.out(high)
		);
	LogicLow LL(
		.count(count_2),
		.out(low)
		);
	SignalGenerator SG(
		.count(count_4),
		.logic_low(low),
		.logic_high(high),
		.signal(signal)
		);
	Mux Multiplexer(
		.serial(signal),
		.select(select),
		.out(serial_out)
		);
	IOSelect IOS(
		.clk(Clock_4),
		.reset(Global_Reset),
		.count(),
		.transmit(transmit),
		.latch(latch),
		.count_reset(count_reset),
		.select(select)
		);
	ShiftRegister SR (
		.reset(Global_Reset),
		.clk(Clock_8),
		.serial_in(Serial_IO),
		.buffer(shift_out)
		);
	FlipFlop FF (
		.reset(Global_Reset),
		.latch(latch),
		.in(shift_out),
		.out(parallel_out)
		);
	Decoder Decode(
		.state(parallel_out),
		.dirs(dirs)
		);
	IRTransmitter IRT (
		.reset(Global_Reset),
		.dirs(dirs),
		.trans(transmit),
		.clk(Internal_Clk),
		.serial_out(ir_out)
		);
endmodule
module SignalGenerator (
	input [3:0] count,
	input logic_low,
	input logic_high,
	output reg signal
	);
	always @(*)
		case(count)
			4'b0111:	signal <= logic_high;
			4'b1000: signal <= logic_high;
			default:	signal <= logic_low;
		endcase
endmodule
module ShiftRegister (
	input clk,
	input reset,
	input serial_in,
	output reg [15:0] buffer
	);
	always @(negedge clk, negedge reset)
		if(!reset)	buffer <= 16'b0;
		else 			buffer <= {buffer[14:0], serial_in};
endmodule
module Decoder (
	input [15:0] state,
	output reg [3:0] dirs
	);
	always @(*)
		case(state & 16'b1111_1111_0011_1111)
			16'b0000_1000_0000_0000:   	dirs <= 4'b0101;   
			16'b0000_0100_0000_0000:   	dirs <= 4'b0000;   
			16'b0000_0001_0000_0000:   	dirs <= 4'b0001;   
			16'b0000_0010_0000_0000:   	dirs <= 4'b0100;   
			16'b0000_1010_0000_0000:   	dirs <= 4'b0110;   
			16'b0000_1001_0000_0000:   	dirs <= 4'b1001;   
			16'b0000_0110_0000_0000:   	dirs <= 4'b1000;   
			16'b0000_0101_0000_0000:   	dirs <= 4'b0010;   
			default:								dirs <= 4'b1111;	 
		endcase
endmodule
module FlipFlop (
	input [15:0] in,
	input reset,
	input latch,
	output reg [15:0] out
	);
	always @(posedge latch, negedge reset)
		if(!reset)	out <= 16'b0;
		else			out <= in;
endmodule
module IRTransmitter (
	input reset,
	input clk,
	input trans,
	input [3:0] dirs,
	output reg serial_out
	);
	reg [3:0] state, next;
	parameter S0 = 4'b0000;
	parameter S1 = 4'b0001;
	parameter S2 = 4'b0010;
	parameter S3 = 4'b0011;
	parameter S4 = 4'b0100;
	parameter S5 = 4'b0101;
	parameter S6 = 4'b0110;
	parameter S7 = 4'b0111;
	parameter S8 = 4'b1000;
	parameter S9 = 4'b1001;
	always @(posedge clk, negedge reset)
		if(!reset)	state <= S0;
		else			state <= next;
	always @(posedge clk, negedge reset)
		if(!reset)	serial_out <= 1;
		else
			case(state)
				S0:			serial_out <= 1;
				S1:			serial_out <= 1;
				S2:			serial_out <= 0;
				S3:			serial_out <= 1;
				S4:			serial_out <= 0;
				S5:			serial_out <= 0;
				S6:			serial_out <= dirs[3];
				S7:			serial_out <= dirs[2];
				S8:			serial_out <= dirs[1];
				S9:			serial_out <= dirs[0];
				default:		serial_out <= 1;
			endcase
	always @(*)
		case(state)
			S0:	if(trans)	next <= S1;
					else			next <= S0;
			S1:					next <= S2;
			S2:					next <= S3;
			S3:					next <= S4;
			S4:					next <= S5;
			S5:					next <= S6;
			S6:					next <= S7;
			S7:					next <= S8;
			S8:					next <= S9;
			S9:					next <= S0;
			default:				next <= S0;
		endcase
endmodule
module IOSelect (
	input clk,
	input reset,
	output reg [7:0] count,
	output reg count_reset,
	output reg transmit,
	output reg latch,
	output reg select
	);
	always @(posedge clk, negedge reset)
		if(!reset)	count <= 8'b0;	
		else			count <= count + 1;
	always @(posedge clk, negedge reset)
		if(!reset)							select <= 0;
		else if(count < 8'b00010010)	select <= 0;
		else 									select <= 1;
	always @(posedge clk, negedge reset)
		if(!reset)							count_reset <= 0;
		else if(count == 8'b11111111)	count_reset <= 1;
		else									count_reset <= 0;		
	always @(posedge clk, negedge reset)
		if(!reset)							latch <= 0;
		else if(count == 8'b00110010)	latch <= 1;
		else									latch <= 0;
	always @(posedge clk, negedge reset)
		if(!reset)							transmit <= 0;
		else if(count > 8'b01001101)	transmit <= 1;
		else									transmit <= 0;
endmodule
module TwoBitCounter (
	input clk,
	input reset,
	output reg [1:0] count
	);
	always @(posedge clk, negedge reset)
		if(!reset)	count <= 2'b0;
		else			count <= count + 1;
endmodule
module Mux (
	input serial,
	input select,
	output reg out
	);
	always @(*)
		if(select)		out <= 1'bz;
		else 				out <= serial;
endmodule
module FourBitCounter (
	input clk,
	input reset,
	input ext_reset,
	output reg [3:0] count
	);
	always @(posedge clk, negedge reset, posedge ext_reset)
		if(!reset)						count <= 4'b0;
		else if(ext_reset)			count <= 4'b0;
		else if(count == 4'b1000)	count <= 4'b0;
		else								count <= count + 1;
endmodule
module LogicHigh (
	input [1:0] count,
	output reg out
	);
	always @(*)
		case(count)
			2'b1: 	out = 1'b0;
			default:	out = 1'b1;
		endcase
endmodule 
module LogicLow (
	input [1:0] count,
	output reg out
	);
	always @(*)
		case(count)
			2'b00:	out = 1'b1;
			default:	out = 1'b0;
		endcase
endmodule
```

==> changes_impl.md <==
### Metrics

- Port bufs: 6
- WP data arrival: 0.91 ns
- CP bufs+invs: 1
- Critical path's top delay family: flip-flops
- Critical Path, Cell by Cell: dlygate4sd2_1
- Detail Route Antenna Nets: 0
- Max-Cap Viols: 0
- Drt pass-1 iters: 4
- Startpoint types: flip-flop
- GPL Wtd Cong: 0.797
- Top Ports: 9
- VDD IR max: 0.394 mV
- Critical Path Max Stage Delay: 0.50 ns
- Die Wd: 84.7 microns
- Cell Rows: 29
- XOR Share, Synth: 4.27%
- Routed wire length: 2.43 mm
- ANT cells: 0
- Chip Area: 7170 sq um
- Slew headroom: 63.5%
- Global route overflow: 0
- Fin cells: 226
- Status: finished clean
- EDFF count, synth: 0
- Yosys cell types: 33
- HPWL after detailed placement: 1.88 mm
- First-pass GRT wire length: 4.32 mm
- Syn Area/Cell: 15.1 sq um
- Number of global-route vias before repair: 935
- HP Class: in2async
- Starting DRT DRC Count: 40
- PwrDens: 354 nW/um^2
- Register pins left without a clock: 49
- Unrepaired setup endpoints after global routing: false
- Worst-Margin Slew: 0.548 ns
- Tool warnings: 31
- CTS Buf Count: 3
- Ys Warns: 14
- Synthesis area per yosys: 2050 sq um
- Sequential cell area: 1530 sq um
- Flops after synth: 61
- Number of H-tree levels: 1
- Maximum root-to-sink buffer count: 2
- Final clock skew: 0.00152 ns
- Endpoints left unconstrained: 54
- Cells after Synth: 136
- Critical Path RT: 0.96 ns
- Layout area overhead: 10.7%
- Setup crit end kind: primary output
- Die height: 84.7 microns
- Top FF cell, synth: dfrtp_1
- Antenna violations before repair: 0
- Async SR Flop Fraction: 100%
- Adders+Majority by Area: 3.66%
- Simple share: 11.2%
- Overall power: 805 uW
- Final number of setup-violating endpoints: 0
- Reg clk slew, reported paths: 0.05 ns
- Tot GR Track Use: 7.62%
- Vias: 972
- CTS tree: yes
- Layout cells sized above 1: 8.72%
- Max-slew violations: 0
- Aoi share: 4.09%
- Cell total in the yosys stat output: 136
- Fin. Hold Viols: 0
- Filler cell count: 617
- FP Core Util: 31.8%
- Clk Tree Root Cell: clkbuf_8
- Top logic family: simple AND/OR/NAND/NOR gates
- Setup CP Type: reg2out
- Vias per cell: 4.30
- Post-placement cell count: 221
- Largest net degree at the start of global routing: 26
- Multiplexer share: 0%
- CP max FO: 1
- Core Area: 6460 sq um
- Combinational Area: 477 sq um
- Total leakage power: 1.12 nW
- # DRC: 0
- Mapped cell area: 2050 sq um
- Seq share, synth: 74.6%
- Average wire per standard cell: 10.8 microns
- Setup TNS: 0 ns
- CP max-delay cell: dfstp_2
[where the power goes]
part	internal [mW]	switching [mW]
clock network	0.231	0.119
registers	0.406	0
logic	0.00846	0.0403
total	0.645	0.159
[cell families (layout without fill, tap and decap cells)]
family	after synthesis	in the layout
AND/OR/NAND/NOR	36	36
buffers and inverters	12	25
XOR/XNOR	10	10
adder cells (fa/ha/maj)	6	6
flip-flops	61	61
AND-OR/OR-AND	11	11
[cell usage after synthesis, types with 2 or more instances]
library cell | n | area, sq um
dfrtn_1 | 16 | 400
nor3_1 | 3 | 15.0
xor2_1 | 7 | 61.3
inv_1 | 12 | 45.0
xnor2_1 | 3 | 26.3
nand2_1 | 7 | 26.3
ha_1 | 6 | 75.1
dfrtp_1 | 43 | 1080
a31o_1 | 2 | 17.5
nand3_1 | 8 | 40.0
nor2_1 | 6 | 22.5
dfstp_2 | 2 | 52.6
[area by class of cell]
cell class	instances	area share (%)
clock buffer	4	1.98
inverter	12	1.98
multi-input combinational	63	21.0
sequential	61	67.3
tap	77	4.24
timing repair buffer	9	3.47
[metal layers]
layer	routed length, microns	part of all wire (%)	vias to the layer above	track usage [%]
li1	-	-	476	-
met5	0	0	-	0
met2	976	40	18	10.3
met3	123	5.1	2	1.39
met1	1310	54	476	13.9
met4	19	0.78	0	0.616
[final timing paths]
path                                                               start                                       endpoint  slack (ns)  depth (start not counted)
min                                                         Global_Reset                         IRT.state[0]$_DFF_PN1_        0.05                          1
min in group clk1                                 IRT.state[8]$_DFF_PN0_                         IRT.state[2]$_DFF_PN0_        0.34                          0
max reg2reg                                       IRT.state[9]$_DFF_PN0_                       IRT.serial_out$_DFF_PN1_        0.23                          4
min reg2reg                                       IRT.state[8]$_DFF_PN0_                         IRT.state[2]$_DFF_PN0_        0.34                          0
min in group clk0          clock_divider.Divider_1.HalvedClock$_DFF_PN0_  clock_divider.Divider_1.HalvedClock$_DFF_PN0_        0.45                          1
max in group asynchronous                                   Global_Reset                         IRT.state[6]$_DFF_PN0_        0.26                          2
max in group clk1                                 IRT.state[9]$_DFF_PN0_                       IRT.serial_out$_DFF_PN1_        0.23                          4
max                                             IRT.serial_out$_DFF_PN1_                                        IR_Xmit        0.05                          1
[cell usage in the layout (no fill, tap or decap), drive strengths merged, types with 2 or more instances in the layout]
cell	n
a31o	2
nand3b	2
xnor2	3
clkdlybuf4s50	4
nor3	4
and2	2
nand2	7
clkbuf	4
xor2	7
nand3	8
nor2	6
dfrtn	16
nor4	2
inv	12
dfrtp	43
ha	6
dfstp	2
buf	3
[state kept, by name, indices dropped and copies added (netlist names)]
signal and cells:
IOS.count 8, IRT.serial_out 1, clock_divider.Divider_1.HalvedClock 1, SR.buffer 16
IRT.state 10, clock_divider.Divider_3.HalvedClock 1, IOS.transmit 1, FBC.count 4
IOS.latch 1, TBC.count 2, clock_divider.Divider_2.HalvedClock 1, IOS.count_reset 1
FF.out 14
[metrics by stage]
| step | utilization [%] | hold slack [ns] | setup WS, ns | cell area (sq um) |
|---|---|---|---|---|
| 6_report | 35.2 | 0.0495 | 0.0479 | 2270 |
| 5_1_grt | 35.2 | 0.0535 | 0.0204 | 2270 |
| 4_1_cts | 35.2 | 0.0544 | 0.0410 | 2270 |
| 3_5_place_dp | 34.3 | 0.153 | 0.0294 | 2220 |
| 3_3_place_gp | 34.3 | 0.147 | 0.0248 | 2220 |
| 2_1_floorplan | - | -0.0556 | 0.297 | 2050 |
[repair_timing]
action                                  4_1_cts  5_1_grt
hold buffers                                  1        0
endpoints found under the hold margin         9        0
setup buffers                                 0        0
gates resized                                 1        0
endpoints found under the setup margin        1        0
No activity file was given, so power comes from the tool's default toggle rates.
