[./design.v]
`timescale 1ns / 1ps
module Receiver(
    input Serial_In,
    input Reset_In,
    input Clk_In,
    output Len,
    output Ldir,
    output Ren,
    output Rdir,
	 output N64_Len,
	 output N64_Ldir,
	 output N64_Ren,
	 output N64_Rdir
    );
	 wire [3:0] Decoder_Out_Wire;
	 wire [11:0] Shift_Decoder;
	 wire Internal_Clk, Count_Reset, Count_Shift, DB_Shift, Serial_Invert,
				Left_Dir, Left_En, Right_Dir, Right_En;
	 assign N64_Len = Left_En;
	 assign N64_Ldir = Left_Dir;
	 assign N64_Ren = Right_En;
	 assign N64_Rdir = Right_Dir;
	 assign Len = Decoder_Out_Wire[3];
	 assign Ldir = Decoder_Out_Wire[2];
	 assign Ren = Decoder_Out_Wire[1];
	 assign Rdir = Decoder_Out_Wire[0];
IR_Receiver N64Receiver (
	.Serial_In(Serial_In),
	.Global_Reset(Reset_In),
	.Clk(Clk_In),
   .Len(Left_En),
   .Ldir(Left_Dir),
   .Ren(Right_En),
   .Rdir(Right_Dir)
	);
Inverter inv (
	 .in(Serial_In),
	 .out(Serial_Invert)
	 );
ClockDivider CD (
    .Clock(Clk_In), 
    .Reset(Reset_In), 
    .Clock_2(Internal_Clk)
    );
five_bit_counter FBC (
    .clk(Internal_Clk), 
    .reset(Count_Reset),
	 .complete(Count_Shift),
    .count()
    );
Input_State_Machine instance_name (
    .clk(Internal_Clk), 
    .reset(Reset_In), 
    .data_in(Serial_Invert), 
    .count_reset(Count_Reset)
    );
Data_Buffer DB (
    .data_in(Serial_Invert), 
    .transfer(Count_Reset), 
    .data_out(DB_Shift)
    );
Shift_Register SR (
    .data_in(DB_Shift), 
    .clk(Internal_Clk), 
    .reset(Reset_In), 
    .ShiftDump(Count_Shift), 
    .q(), 
    .data_out(Shift_Decoder)
    );
Decoder_12_4 DCDR (
    .data_in(Shift_Decoder), 
    .data_out(Decoder_Out_Wire)
    );
endmodule
module Input_State_Machine(input  clk,									
									input  reset,
									input  data_in,
									output count_reset);
	 reg [3:0] state, nextstate;
	 parameter S0 = 4'b0000;
	 parameter S1 = 4'b0001;
	 parameter S2 = 4'b0010;
	 parameter S3 = 4'b0011;
	 parameter S4 = 4'b0100;
	 parameter S5 = 4'b0101;
	 parameter S6 = 4'b0110;
	 parameter S7 = 4'b0111;
	 parameter S8 = 4'b1000;
	 parameter S9 = 4'b1001;
	 parameter S10 = 4'b1010;
	 parameter S11 = 4'b1011;
	 parameter S12 = 4'b1100;
	 parameter S13 = 4'b1101;
	 parameter S14 = 4'b1110;
	 parameter S15 = 4'b1111;
	 always @(posedge clk, negedge reset)
		  if(!reset) state <= S0;
		  else		state <= nextstate;
	 always @(*)
		case(state)
			S0:	if(data_in)   nextstate = S1;
					else			  nextstate = S0;
			S1:	if(~data_in)  nextstate = S2;
					else			  nextstate = S0;
			S2:	if(data_in)	  nextstate = S3;
					else			  nextstate = S0;
			S3: 					  nextstate = S4;
			S4:					  nextstate = S5;
			S5:					  nextstate = S6;
			S6:					  nextstate = S7;
			S7:					  nextstate = S8;
			S8:					  nextstate = S9;
			S9:					  nextstate = S10;
			S10:					  nextstate = S11;
			S11:					  nextstate = S12;
			S12:					  nextstate = S13;
			S13:					  nextstate = S14;
			S14:					  nextstate = S15;
			S15:					  nextstate = S0;
		endcase
	 assign count_reset = (state == S0)||(state == S1)||(state == S2);
endmodule
module Data_Buffer(input data_in,
						 input transfer,
						 output reg data_out);
	 always @(*)
		if(~transfer)	data_out <= data_in;
		else				data_out <= 0;
endmodule
module five_bit_counter(
    input clk, reset,
	 output reg complete,
    output reg [3:0] count);
    always @ (posedge clk, posedge reset)
        if(reset) 							 count <= 4'b0;
		  else if(count == 5'b1100)		 count <= 4'b0;
        else 									 count <= count + 1;
	 always @(*)
		if(count == 5'b1100)  complete <= 1;
		else						  complete <= 0;
endmodule
module Shift_Register(input data_in,
							 input clk,
							 input reset,
							 input ShiftDump,
							 output reg [11:0] q,
							 output reg [11:0] data_out);
	 always @ (posedge clk, negedge reset)
		if(!reset)					q <= 0;
		else if(~ShiftDump) 		q <= {q[10:0], data_in};
	 always @ (posedge ShiftDump, negedge reset)
		if(!reset)		data_out <= 0;
		else				data_out <= q;
endmodule
module Decoder_12_4(input [11:0] data_in, 
						  output reg [3:0] data_out);
	 always @(*)
		case(data_in)       
			12'b0000_1000_0000:   data_out = 4'b0101;   
			12'b0000_0100_0000:   data_out = 4'b0000;   
			12'b0000_0001_0000:   data_out = 4'b0001;   
			12'b0000_0010_0000:   data_out = 4'b0100;   
			12'b0000_1010_0000:   data_out = 4'b0110;   
			12'b0000_1001_0000:   data_out = 4'b1001;   
			12'b0000_0110_0000:   data_out = 4'b1000;   
			12'b0000_0101_0000:   data_out = 4'b0010;   
			default:	 data_out = 4'b1111;   
		endcase
endmodule
[./config.mk]
export PLATFORM = sky130hd
export DESIGN_NAME = Shift_Register
export DESIGN_NICKNAME = Shift_Register
export VERILOG_FILES = /design/flow/design.v
export SDC_FILE = /design/flow/constraint.sdc
export NUM_CORES = 4
export LEC_CHECK = 1
export CORE_AREA = 10 10 77 77
export DIE_AREA = 0 0 87 87
[./run.sh]
#!/bin/bash
# OpenROAD 26Q1-2900-gdf79404cd8, Yosys 0.63+post, stock flow scripts
make -C /OpenROAD-flow-scripts/flow DESIGN_CONFIG=/design/flow/config.mk WORK_HOME=/design/flow/orfs finish
[./constraint.sdc]
current_design Shift_Register

set clk_period 1.0
set clk_io_pct 0.2

create_clock -name clk0 -period $clk_period [get_ports {ShiftDump}]
create_clock -name clk1 -period $clk_period [get_ports {clk}]

set non_clock_inputs [all_inputs -no_clocks]
set_input_delay [expr $clk_period * $clk_io_pct] -clock clk0 $non_clock_inputs
set_output_delay [expr $clk_period * $clk_io_pct] -clock clk0 [all_outputs]
==> results.txt <==
Physical design

According to the floorplan report, the total die area is 7570 um2. Per the STA report, the cell with the highest stage delay on the worst path is dfrtp_1. The combined buffer and inverter count along the critical path stands at 1. The total half-perimeter wirelength after legalization and detailed placement stands at 1240 um. The final reports fail on setup timing. The initial antenna violation count stands at 0. The last weighted congestion value of the routability-driven placer stands at 0.689. The combined global-route utilization of all metal layers stands at 5.43%. The post-route report lists met1 wire length as 636 um. The remaining global-route overflow stands at 0. The final instance area stands at 1310 um2. In this run the static leakage power is 0.657 nW. Per Yosys stat, the portion of area used by sequential elements is 76.6%. The detailed-route via count stands at 508. The count of final setup violators stands at 3. After detailed routing, no signal wire sits above met4. The max-slew check reports its worst relative slack as 91.3%. The number of max-cap violations stands at 0. The cell count after synthesis stands at 37.

Yosys mapped the design onto 4 distinct sky130hd cell types. Looking at the setup timing report, the critical path kind is reg -> out. After layout, the setup clock skew is reported as 0.00192 ns. Power spread over the standard cell area amounts to 4290 nW/um2. In this run the remaining antenna-violating nets after routing total 0. The via density per instance stands at 3.60.

The hold buffer count at CTS stands at 0. The mean instance size in the synthesized netlist stands at 21.2 um2. The wire length on met2 stands at 866 um.

Grouping stages by cell kind, the critical path spends the most delay in flip-flops. The floorplan report gives the top-level pin count as 28. Warnings reported by Yosys during synthesis add up to 1. According to the timing report, the data required time at the worst endpoint equals 0.80 ns. Entering global routing, the biggest net connects 25 pins. Detailed placement reports a standard cell area of 1200 um2. The routed design has 1840 um of wire. In the final report, the number of pins over their slew limit comes to 0. The data arrival time of the worst path stands at 0.81 ns. The first global-routing pass estimated 3090 um of wire. In this run the tool buffered the top-level ports with 26 buffer cells. The area overhead of the layout relative to synthesis stands at 66.8%. Note that the worst hold path type here is clk -> reg. The worst setup path is launched from a flip-flop. Across all stage logs, warnings added up to 41. The worst hold slack across all endpoints stands at 0.194 ns. The run finished, with violations left. In the CTS report, the clock slew at the register clock pins of the worst setup and hold paths is listed as 0.06 ns. After the first detailed-routing iteration, the DRC count stood at 4.

The top fanout value on the critical path stands at 1. The worst setup path is captured at a primary output. The transition time of the tightest slew-check pin stands at 0.130 ns. According to the floorplan log, the row count is 24.

The core utilization before placement stands at 18.0%. Yosys reports a chip area of 785 um2. The first detailed-routing pass ran for 2 iterations. The total DRC errors in the routed layout stands at 0. TritonCTS built the clock tree. Setup repair after global routing could not meet its margin everywhere. The area inside the core boundary stands at 4350 um2. The number of cell instances after yosys synthesis stands at 37. The final hold violation count recorded for this run is 0.

Measured along the y axis, the die boundary spans 87 um. The flip-flop and latch count after synthesis stands at 24. The number of diodes added for antenna fixing stands at 0.

The routed design uses 295 um of met3 wire. On the worst path, the slowest cell contributes a delay of 0.36 ns. After synthesis the cells add up to 785 um2. The detailed-route wire length per cell stands at 13.0 um.

The signal on the critical path passes through buf_2. The worst-case setup margin in the final layout stands at -0.00843 ns. The number of global-route vias before repair is 702. From left edge to right edge, the die measures 87 um.

The layout summary lists the proportion of cells stronger than drive strength 1 as 69.7%. The worst-case IR drop observed on VDD is 0.00120 V. In the final layout, the fill cell count is 436.
-- state kept, by name, indices dropped and copies added (netlist names) --
signal,cells
data_out,12
q,12
-- synth_stat cells --
library cell	n	area (um2)
buf_6	1	11.3
dfrtp_1	24	601
mux2_2	2	22.5
mux2_4	10	150
-- cell type report --
type	instances	area, um2	area share (%)
sequential	24	601	45.9
timing repair buffer	38	246	18.8
clock buffer	15	224	17.1
multi-input combinational	12	173	13.2
tap	52	65.1	4.97
-- power breakdown --
part	internal (mW)	total, mW	leakage [nW]	switching [mW]
sequential	1.49	1.67	0.283	0.178
clock	2.20	3.07	0.205	0.871
combinational	0.599	0.867	0.169	0.268
total	4.29	5.61	0.657	1.32
-- worst paths after layout --
check                            start            to  slack [ns]  depth (start not counted)
min in group clk0                q[11]  data_out[11]        0.29                          0
hold reg to reg                  q[11]  data_out[11]        0.29                          0
setup / recovery           data_out[3]   data_out[3]      -0.008                          1
max in group asynchronous        reset          q[3]        0.55                          2
hold / removal               ShiftDump          q[5]        0.19                          3
max in group clk1            ShiftDump         q[10]        0.05                          3
min in group asynchronous        reset   data_out[9]        0.22                          2
setup reg to reg                  q[9]         q[10]        0.10                          2
-- metrics by stage --
stage | std cells | setup WS [ns] | utilization (%) | power [mW] | TNS (ns)
floorplan | 37 | -0.0322 | - | 2.80 | -0.322
global placement | 126 | -0.0247 | 27.6 | 3.93 | -0.0908
detailed placement | 126 | -0.0175 | 27.6 | 3.94 | -0.0760
CTS | 142 | -0.0278 | 30.4 | 5.83 | -0.185
global route | 141 | -0.0583 | 30.1 | 6.06 | -0.526
finish | 141 | -0.00843 | 30.1 | 5.61 | -0.0172
-- timing repair --
action	in CTS	in global routing
gates resized	70	3
setup buffers	4	0
setup endpoints to repair	36	16
pin swaps	0	0
-- kinds of logic after synthesis --
family / after synthesis / synth area share (%)
buffers and inverters: 1 / 1.44
flip-flops: 24 / 76.6
multiplexers: 12 / 22.0
-- tightest hold or removal path, stage by stage --
cell and delay [ns]:
clkbuf_8 0.13, clkbuf_16 0.14, mux2_4 0.14
-- routing by layer --
| layer | vias to the layer above | track usage [%] |
|---|---|---|
| met5 | - | 0 |
| li1 | 227 | - |
| met1 | 247 | 4.46 |
| met2 | 28 | 7.00 |
| met3 | 6 | 6.60 |
| met4 | 0 | 3.68 |
-- placed cells by master (no fill, tap or decap), drive strengths merged --
cell type / instances
buf: 35
dfrtp: 24
clkbuf: 16
mux2: 12
clkdlybuf4s50: 2
Power figures rest on the tool's default switching activity, not on a simulated workload.
